[design/flow/config.mk]
export PLATFORM = sky130hd
export DESIGN_NAME = ForegroundPlane
export DESIGN_NICKNAME = ForegroundPlane
export VERILOG_FILES = /design/flow/design.v
export SDC_FILE = /design/flow/constraint.sdc
export NUM_CORES = 4
export LEC_CHECK = 1
export CORE_AREA = 10 10 70 70
export DIE_AREA = 0 0 80 80
[design/flow/constraint.sdc]
current_design ForegroundPlane

set clk_period 1.0
set clk_io_pct 0.2

create_clock -name clk0 -period $clk_period [get_ports {pixel_latch}]

set non_clock_inputs [all_inputs -no_clocks]
set_input_delay [expr $clk_period * $clk_io_pct] -clock clk0 $non_clock_inputs
set_output_delay [expr $clk_period * $clk_io_pct] -clock clk0 [all_outputs]
[design/flow/design.v]
module ForegroundPlane(
    input              pixel_latch,  
    input              N_reset,     
    input [11:0]       pixel_x,
    input [11:0]       pixel_y,
    output reg [23:0]  pixel         
);  
    always @(posedge pixel_latch or negedge N_reset) begin
        if(!N_reset)
            pixel <= 0;          
        else
            pixel <= ((pixel_y & 8'hFF) << 8) + ((pixel_x & 8'hFF) << 16);
    end
endmodule
[design/flow/run.sh]
#!/bin/bash
# OpenROAD 26Q1-2900-gdf79404cd8, Yosys 0.63+post, stock flow scripts
make -C /OpenROAD-flow-scripts/flow DESIGN_CONFIG=/design/flow/config.mk WORK_HOME=/design/flow/orfs finish
==> run_results.csv <==
group,metric,value,unit
status,status,"finished clean",
setup_path,cpPeakStageDelay,0.38,ns
floorplan,die-area,6400,um2
setup_path,end_kind,"primary output",
setup_path,cp_slowest_cell,"dfrtp_1",
yosys,top_area_cell,"dfrtp_1",
yosys,yosys.cell_types.count,3,
placement,placed_area,833,um2
final_timing,rsz0062_at_grt,"true",
final_layout,flop_area,400,um2
final_layout,final_area,790,um2
yosys,synth_area_per_cell,18.6,um2
yosys,yosysWarnings,1,
final_timing,setup_viol,0,
min_path,min_path_type,"input pin to async pin",
grt,grt.overflow.total,0,
final_timing,fin_setup_tns,0,ns
yosys,ys.flops,16,
setup_path,path_class,"register to primary output",
yosys,ys_top_cells_by_area,"dfrtp_1, buf_4, conb_1",
yosys,synth_cells,25,
floorplan,die_w,80,um
floorplan,pin_count,50,
placement,port-buffer-count,33,
placement,pre_cts_slack,0.00976,ns
setup_path,crit_fanout,1,
cts,clk_pin_slew,0.09,ns
yosys,ys_seq_share,0.863,
final_timing,finalCriticalPeriod,0.960,ns
setup_path,cp-start-kind,"register",
detailed_routing,wire_per_inst,11.5,um
detailed_routing,wirelength,1260,um
detailed_routing,final_antenna_net_count,0,
grt,antenna_found_initial,0,
flow_run,tool_warnings,34,
grt,grt_max_degree,10,
yosys,ys.flop_type,"dfrtp_1",
placement,dp_hpwl,1120,um
yosys,edf_count,0,
cts,cts_root_buffer,"clkbuf_4",
final_timing,drv_slew,0,
final_timing,max_freq,1040,MHz
grt,grt_pass1_vias,354,
yosys,synthArstFlopShare,1.00,
cts,h-tree-depth,1,
placement,gp_congestion,0.679,
floorplan,core_area,3420,um2
setup_path,path_buffers,1,
yosys,synth_top_area_share,0.863,
power,vdd_ir_drop_max,0.644,mV
yosys,synth_area,464,um2
yosys,common_cells,"dfrtp_1, buf_4, conb_1",
final_layout,fillers,380,
detailed_routing,drt_iter0_drc,4,
detailed_routing,drcViolationCount,0,
floorplan,die_h,80,um
cts,cts_made_buffers,3,
detailed_routing,post_drt_via_cell_ratio,2.69,
setup_path,path_cells,"buf_2",
setup_path,path_delay_family,"flip-flops",
final_layout,drive_gt1_frac,0.349,
setup_path,worst-endpoint-arrival,0.76,ns
detailed_routing,num_antenna_cells,0,
final_timing,period_used_share,0.960,
yosys,synth_stat.cells,25,
final_layout,area_growth_syn_to_layout,70.1,%
final_layout,top_register,"pixel",
cts,cts_buffer_depth,2,
power,leakagePower,0.372,nW
cts,cts_setup_buffers,0,
detailed_routing,num_vias,293,
cts,cts_tree,"yes",
yosys,synth_top_cell_by_count,"dfrtp_1",
final_timing,fin_ws,0.0396,ns
final_layout,largest_reg_flops,16,
detailed_routing,firstDrtPassIters,2,
floorplan,fp_util,0.136,
power,powerDensity,1520,nW/um2
grt,grt_usage,0.0397,
final_layout,mi_logic_area,30.0,um2
floorplan,row_count,21,
cts,cts_sinks,16,
final_timing,timing.final.hold_violations,0,
grt,grt_pass1_wl,1880,um
flow_run,drv_cap,0,
cts,hold_buffers,0,
setup_path,crit_required,0.80,ns
final_layout,top_regs,"pixel x16",
yosys,ys_chip_area,464,um2
## cells by family (layout without fill, tap and decap cells)
family	Yosys count	after routing	synth area share
buffers and inverters	8	39	0.129
flip-flops	16	16	0.863
other	1	8	0.00808
## layer usage
metal,track usage,part of all wire
met2,0.0610,0.46
met5,0,0
met4,0.00352,0.0032
met1,0.0389,0.36
met3,0.0398,0.17
## timing repair
item,CTS,global route
endpoints found under the hold margin,0,0
resized,49,0
endpoints found under the setup margin,16,8
## through the flow
step	std cells	util	power, mW	hold slack [ns]
finish	109	0.231	1.20	0.245
global placement	105	0.244	0.849	0.518
detailed placement	105	0.244	0.849	0.540
CTS	109	0.231	1.24	0.224
global route	109	0.231	1.28	0.231
floorplan	32	-	0.713	-0.0956
## final cells by class
type                    instances  share of cell area
multi-input cells               8              0.0380
flip-flops and latches         16               0.507
well taps                      46              0.0729
repair buffers                 35               0.336
clock buffers                   4              0.0460
## power by group
group	leakage (nW)	total (mW)	switching, mW	internal [mW]
sequential	0.186	0.685	0.00645	0.678
clock	0.0210	0.405	0.184	0.221
combinational	0.165	0.112	0.0292	0.0829
## worst paths after layout
| kind | startpoint | end | depth (start not counted) |
|---|---|---|---|
| max | pixel[18] | pixel[18] | 1 |
| min | N_reset | pixel[10] | 2 |
| max in group asynchronous | N_reset | pixel[15] | 2 |
| min in group clk0 | pixel_x[0] | pixel[16] | 1 |
## cells in the final DEF, fill, tap and decap left out, drive strengths merged
master and instances:
buf 18, clkbuf 4, clkdlybuf4s50 17, conb 8, dfrtp 16
No activity file was given, so power comes from the tool's default toggle rates.
